### constraint.sdc
current_design decode_cycle

set clk_period 3.3
set clk_io_pct 0.2

create_clock -name clk0 -period $clk_period [get_ports {clk}]

set non_clock_inputs [all_inputs -no_clocks]
set_input_delay [expr $clk_period * $clk_io_pct] -clock clk0 $non_clock_inputs
set_output_delay [expr $clk_period * $clk_io_pct] -clock clk0 [all_outputs]
### config.mk
export PLATFORM = sky130hd
export DESIGN_NAME = decode_cycle
export DESIGN_NICKNAME = decode_cycle
export VERILOG_FILES = /design/flow/design.v
export SDC_FILE = /design/flow/constraint.sdc
export NUM_CORES = 4
export LEC_CHECK = 1
export CORE_UTILIZATION = 50
### design.v
module controlUnit(
    input [6:0]Op,funct7,
    input [2:0]funct3,
    output RegWrite,ALUSrc,MemWrite,Branch,
    output [1:0]ImmSrc,
    output [2:0]ALUControl,
    output [1:0]ResultSrc  
);
    localparam [6:0] OPCODE_LOAD   = 7'b0000011;
    localparam [6:0] OPCODE_STORE  = 7'b0100011;
    localparam [6:0] OPCODE_RTYPE  = 7'b0110011;
    localparam [6:0] OPCODE_ITYPE  = 7'b0010011;
    localparam [6:0] OPCODE_BRANCH = 7'b1100011;
    localparam [6:0] OPCODE_JAL    = 7'b1101111;
    localparam [6:0] OPCODE_JALR   = 7'b1100111;
    wire [1:0]ALUOp;
    assign RegWrite = (Op == OPCODE_LOAD | Op == OPCODE_RTYPE | Op == OPCODE_ITYPE | Op == OPCODE_JAL | Op == OPCODE_JALR) ? 1'b1 :
                                                              1'b0 ;
    assign ImmSrc = (Op == OPCODE_STORE) ? 2'b01 : 
                    (Op == OPCODE_BRANCH) ? 2'b10 :    
                    (Op == OPCODE_JAL) ? 2'b11 :
                                         2'b00 ;
    assign ALUSrc = (Op == OPCODE_LOAD | Op == OPCODE_STORE | Op == OPCODE_ITYPE | Op == OPCODE_JALR) ? 1'b1 :
                                                            1'b0 ;
    assign MemWrite = (Op == OPCODE_STORE) ? 1'b1 :
                                           1'b0 ;
    assign Branch = (Op == OPCODE_BRANCH) ? 1'b1 :
                                         1'b0 ;
    assign ALUOp = (Op == OPCODE_RTYPE) ? 2'b10 :
                   (Op == OPCODE_BRANCH) ? 2'b01 :
                                        2'b00 ;
    assign ALUControl = 
        (ALUOp == 2'b00) ? 3'b000 :  
        (ALUOp == 2'b01) ? 3'b001 :  
        ((ALUOp == 2'b10) & (funct3 == 3'b000) & ({Op[5],funct7[5]} == 2'b11)) ? 3'b001 : 
        ((ALUOp == 2'b10) & (funct3 == 3'b000) & ({Op[5],funct7[5]} != 2'b11)) ? 3'b000 : 
        ((ALUOp == 2'b10) & (funct3 == 3'b010)) ? 3'b101 : 
        ((ALUOp == 2'b10) & (funct3 == 3'b110)) ? 3'b011 : 
        ((ALUOp == 2'b10) & (funct3 == 3'b111)) ? 3'b010 : 
        3'b000 ;
    assign ResultSrc = (Op == OPCODE_LOAD) ? 2'b01 :
                       (Op == OPCODE_JAL || Op == OPCODE_JALR) ? 2'b10 :
                       2'b00;
endmodule
module decode_cycle(     
    input clk, rst, RegWriteW,            
    input [4:0] RDW,                      
    input [31:0] InstrD, PCD, PCPlus4D, ResultW,  
    output RegWriteE,ALUSrcE,MemWriteE,BranchE,  
    output [2:0] ALUControlE,             
    output [1:0] ResultSrcE,              
    output [31:0] RD1_E, RD2_E, Imm_Ext_E,  
    output [4:0] RS1_E, RS2_E, RD_E,      
    output [31:0] PCE, PCPlus4E,          
);
    wire RegWriteD,ALUSrcD,MemWriteD,BranchD;
    wire [1:0] ImmSrcD;
    wire [2:0] ALUControlD;
    wire [1:0] ResultSrcD;  
    wire [31:0] RD1_D, RD2_D, Imm_Ext_D;
    reg RegWriteD_r,ALUSrcD_r,MemWriteD_r,BranchD_r;
    reg [2:0] ALUControlD_r;
    reg [1:0] ResultSrcD_r;  
    reg [31:0] RD1_D_r, RD2_D_r, Imm_Ext_D_r;
    reg [4:0] RD_D_r, RS1_D_r, RS2_D_r;
    reg [31:0] PCD_r, PCPlus4D_r;
    controlUnit control (
                            .Op(InstrD[6:0]),
                            .RegWrite(RegWriteD),
                            .ImmSrc(ImmSrcD),
                            .ALUSrc(ALUSrcD),
                            .MemWrite(MemWriteD),
                            .ResultSrc(ResultSrcD),  
                            .Branch(BranchD),
                            .funct3(InstrD[14:12]),
                            .funct7(InstrD[31:25]),
                            .ALUControl(ALUControlD)
                            );
    reg [31:0] Register [31:0];
    always @ (posedge clk)
    begin
        Register[0] = 32'h00000000;
        if(RegWriteW & (RDW != 5'h00))
            Register[RDW] <= ResultW;
    end
    assign RD1_D = (rst==1'b0) ? 32'd0 : Register[InstrD[19:15]];
    assign RD2_D = (rst==1'b0) ? 32'd0 : Register[InstrD[24:20]];
    always @(ImmSrcD or InstrD) begin
        case (ImmSrcD)
            2'b00: Imm_Ext_D = {{20{InstrD[31]}}, InstrD[31:20]};  
            2'b01: Imm_Ext_D = {{20{InstrD[31]}}, InstrD[31:25], InstrD[11:7]};  
            2'b10: Imm_Ext_D = {{20{InstrD[31]}}, InstrD[7], InstrD[30:25], InstrD[11:8], 1'b0};  
            2'b11: Imm_Ext_D = {{12{InstrD[31]}}, InstrD[19:12], InstrD[20], InstrD[30:21], 1'b0};  
            default: Imm_Ext_D = 32'b0;
        endcase
    end
    always @(posedge clk or negedge rst) begin
        if(rst == 1'b0) begin
            RegWriteD_r <= 1'b0;
            ALUSrcD_r <= 1'b0;
            MemWriteD_r <= 1'b0;
            ResultSrcD_r <= 2'b00;
            BranchD_r <= 1'b0;
            ALUControlD_r <= 3'b000;
            RD1_D_r <= 32'h00000000; 
            RD2_D_r <= 32'h00000000; 
            Imm_Ext_D_r <= 32'h00000000;
            RD_D_r <= 5'h00;
            PCD_r <= 32'h00000000; 
            PCPlus4D_r <= 32'h00000000;
            RS1_D_r <= 5'h00;
            RS2_D_r <= 5'h00;
        end
        else begin
            RegWriteD_r <= RegWriteD;
            ALUSrcD_r <= ALUSrcD;
            MemWriteD_r <= MemWriteD;
            ResultSrcD_r <= ResultSrcD;
            BranchD_r <= BranchD;
            ALUControlD_r <= ALUControlD;
            RD1_D_r <= RD1_D; 
            RD2_D_r <= RD2_D; 
            Imm_Ext_D_r <= Imm_Ext_D;
            RD_D_r <= InstrD[11:7];          
            PCD_r <= PCD; 
            PCPlus4D_r <= PCPlus4D;
            RS1_D_r <= InstrD[19:15];        
            RS2_D_r <= InstrD[24:20];        
        end
    end
    assign RegWriteE = RegWriteD_r;
    assign ALUSrcE = ALUSrcD_r;
    assign MemWriteE = MemWriteD_r;
    assign ResultSrcE = ResultSrcD_r;  
    assign BranchE = BranchD_r;
    assign ALUControlE = ALUControlD_r;
    assign RD1_E = RD1_D_r;
    assign RD2_E = RD2_D_r;
    assign Imm_Ext_E = Imm_Ext_D_r;
    assign RD_E = RD_D_r;
    assign PCE = PCD_r;
    assign PCPlus4E = PCPlus4D_r;
    assign RS1_E = RS1_D_r;
    assign RS2_E = RS2_D_r;
endmodule
### run.sh
#!/bin/bash
# OpenROAD 26Q1-2900-gdf79404cd8, Yosys 0.63+post, stock flow scripts
make -C /OpenROAD-flow-scripts/flow DESIGN_CONFIG=/design/flow/config.mk WORK_HOME=/design/flow/orfs finish
==> run_results.csv <==
group,metric,value,unit
status,status,"finished clean",
worst_setup_path,end_kind,"primary output",
cts,cts_tree,"built",
floorplan,dieArea,105000,µm²
floorplan,row_count,117,
yosys,syn_area_per_cell,20.2,µm²
grt,grt_pass1_vias,32815,
power,p_leak,21.0,nW
drt,via_per_inst,6.49,
timing,fin_skew,0.0217,ns
worst_setup_path,path_cells,"clkdlybuf4s50_1",
power,p_total,34.5,mW
worst_setup_path,r2r_slack,1.50,ns
yosys,ff_type,"edfxtp_1",
grt,antenna_found_initial,3,
yosys,yosysSeqAreaShare,0.670,
timing,tns,0,ns
cts,numClockSinks,1197,
floorplan,fp_util,0.507,
power,ir_drop,497,µV
cts,ctsRootBufferMaster,"clkbuf_16",
drt,routed_wl,158000,µm
yosys,yosys_cells,2574,
timing,setup_viol,0,
worst_setup_path,critical_path.slowest_cell,"clkdlybuf4s50_1",
yosys,ys_types,46,
place,hpwl,96800,µm
grt,grtUsageMet3,0.265,
timing,finalClockPeriodUsage,0.745,
floorplan,die_width,324,µm
yosys,syn_inst,2574,
timing,finalCriticalPeriod,2.46,ns
cts,path_clk_slew,0.06,ns
floorplan,io_pins,320,
timing,rsz0062_at_grt,"false",
timing,hold_violations,0,
final_layout,syn_to_final_growth,20.5,%
place,io_buffers,319,
job,maxCapViolCount,0,
min_path,hold_path_class,"input port to register",
floorplan,die_y,324,µm
worst_setup_path,crit_fanout,1,
grt,use_met2,0.492,
cts,htreeDepth,4,
job,warnings,27,
cts,insertion_delay,0.74,ns
worst_setup_path,cp_num_buf_inv,1,
timing,fmax,407,MHz
timing,slew_viol_final,0,
grt,grt_pass1_wl,226000,µm
final_layout,drive_above_1_share,0.320,
floorplan,core_area,102000,µm²
worst_setup_path,cp_data_arrival_time,1.80,ns
grt,grtUsageMet1,0.442,
place,placedCellCount,4281,
drt,drt_first_pass_iters,5,
worst_setup_path,crit_required,2.64,ns
yosys,synth_warnings,6,
grt,overflow,0,
yosys,async_flop_share,0.145,
timing,worst_pin_slew,0.984,ns
worst_setup_path,startpoint_type,"register",
grt,track_usage,0.347,
place,gp_congestion,0.880,
yosys,netlist_area,51900,µm²
drt,route.vias.total,29353,
yosys,synth_flops,1197,
worst_setup_path,cpPeakStageDelay,0.65,ns
power,power_density,552,nW/µm²
worst_setup_path,crit_family,"buffers and inverters",
cts,cts_resized,0,
grt,grt_start_max_net_pins,61,
yosys,synth_chip_area,51900,µm²
yosys,edf_count,992,
drt,initialDrtViolationCount,1770,
cts,cts_made_buffers,133,
drt,ant_nets,0,
final_layout,layout.cells.non_filler,4522,
cts,cts_buffer_depth,3,
place,place_area,58200,µm²
drt,wl_per_cell,34.9,µm
final_layout,fin_util,0.611,
final_layout,design_area,62500,µm²
timing,max_slew_margin,0.342,
drt,drcViolationCount,0,
worst_setup_path,worstSetupPathType,"register to primary output",
grt,top_usage_layer,"met2",
-- through the flow --
stage	hold slack, ns	setup slack (ns)
floorplan	0.364	-0.484
global placement	0.643	0.352
detailed placement	0.642	0.384
CTS	0.176	0.801
global route	0.200	0.773
finish	0.218	0.843
-- report_power, final --
part	switching, mW	internal (mW)	total (mW)
Combinational	1.53	1.41	2.93
Sequential	0.149	16.7	16.8
Clock	5.79	8.96	14.7
-- layout make-up --
type                    instances  area, µm²
inverters                       6       26.3
well taps                    1368       1710
multi-input cells            1188      16200
flip-flops and latches       1197      34800
repair buffers                523       5480
fillers                      6963      39800
clock inverters                47        514
diodes                          1       2.50
clock buffers                 192       3860
-- cell families (layout without fill, tap and decap cells) --
kind of cell    count (synthesis)  count (layout)  synth area share
flops                        1197            1197             0.670
other cells                     1              33         0.0000723
simple gates                  132             132            0.0112
compound gates                319             319            0.0454
mux                           705             705             0.248
buf+inv                       220             768            0.0257
-- worst register-to-register path, cell delays in order, from the launching register on --
cell,delay [ns]
edfxtp_1,0.41
mux4_2,0.49
mux2_2,0.27
o221ai_1,0.34
a31oi_1,0.12
-- cell usage in the layout, fill, tap and decap left out, drive strengths merged, types with 64 or more instances in the layout --
| cell | instances |
|---|---|
| clkdlybuf4s50 | 309 |
| mux2 | 129 |
| a22oi | 64 |
| edfxtp | 992 |
| clkbuf | 192 |
| mux2i | 128 |
| o221ai | 64 |
| mux4 | 448 |
| dfrtp | 173 |
| buf | 213 |
| a31oi | 65 |
-- metal layers --
layer	wire length (µm)	part of all wire
met3	28500	0.18
met1	49000	0.31
met2	74400	0.47
met4	5330	0.034
met5	504	0.0032
-- path summary, 6_finish.rpt --
path                                   from               to  depth (start not counted)
max                             RD2_D_r[11]        RD2_E[11]                          1
min                              InstrD[20]       RS2_D_r[0]                          1
min reg2reg                 Register[26][1]       RD2_D_r[1]                          4
min in group asynchronous               rst      RD2_D_r[27]                          2
max reg2reg                Register[14][17]      RD2_D_r[17]                          4
max in group asynchronous               rst  Imm_Ext_D_r[18]                          4
-- sequential cells by signal, indices dropped and copies added, names as in the netlist --
register and flops:
Imm_Ext_D_r 21, BranchD_r 1, RS2_D_r 5, ALUControlD_r 3
ResultSrcD_r 2, RegWriteD_r 1, ALUSrcD_r 1, RS1_D_r 5
MemWriteD_r 1, PCPlus4D_r 32, RD2_D_r 32, Register 1024
RD1_D_r 32, PCD_r 32, RD_D_r 5
-- synth_stat cells (2+ instances only) --
library cell | number | area (µm²)
a21o_1 | 9 | 67.6
a221oi_1 | 46 | 403
a22oi_1 | 64 | 480
a31oi_1 | 65 | 407
buf_1 | 2 | 7.51
buf_12 | 5 | 100
buf_2 | 56 | 280
buf_4 | 47 | 353
buf_6 | 23 | 259
clkbuf_1 | 79 | 297
dfrtp_1 | 173 | 4330
dfxtp_1 | 32 | 641
edfxtp_1 | 992 | 29800
inv_1 | 5 | 18.8
mux2_2 | 129 | 1450
mux2i_1 | 128 | 1280
mux4_1 | 10 | 263
mux4_2 | 438 | 9860
nand2_1 | 54 | 203
nand2b_1 | 5 | 31.3
nand3_1 | 5 | 25.0
nand4_1 | 3 | 18.8
nor2_1 | 41 | 154
nor2b_1 | 6 | 37.5
nor3_1 | 4 | 20.0
nor3b_1 | 3 | 22.5
nor4_1 | 3 | 18.8
o2111ai_1 | 18 | 158
o21ai_0 | 6 | 30.0
o21ai_1 | 42 | 210
o221ai_1 | 64 | 561
or2_2 | 3 | 18.8
-- repair_timing --
action                                 in CTS  in global routing
endpoints found under the hold margin      16                  0
buffers inserted                            0                  0
hold buffers                                1                  0
No activity file was given, so power comes from the tool's default toggle rates.
