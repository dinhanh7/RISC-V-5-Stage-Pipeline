==> ./design.v <==
module writeback_cycle(
    input clk, rst,
    input [1:0] ResultSrcW,  
    input [31:0] PCPlus4W, ALU_ResultW, ReadDataW,
    output [31:0] ResultW
);
assign ResultW = (ResultSrcW == 2'b00) ? ALU_ResultW :
                 (ResultSrcW == 2'b01) ? ReadDataW :
                 (ResultSrcW == 2'b10) ? PCPlus4W :
                 32'b0;
endmodule
==> ./run.sh <==
#!/bin/bash
# OpenROAD 26Q1-2900-gdf79404cd8, Yosys 0.63+post, stock flow scripts
make -C /OpenROAD-flow-scripts/flow DESIGN_CONFIG=/design/flow/config.mk WORK_HOME=/design/flow/orfs finish
==> ./config.mk <==
export PLATFORM = sky130hd
export DESIGN_NAME = writeback_cycle
export DESIGN_NICKNAME = writeback_cycle
export VERILOG_FILES = /design/flow/design.v
export SDC_FILE = /design/flow/constraint.sdc
export NUM_CORES = 4
export LEC_CHECK = 1
export CORE_AREA = 10 10 86 86
export DIE_AREA = 0 0 96 96
==> ./constraint.sdc <==
current_design writeback_cycle

set clk_period 2.8
set clk_io_pct 0.2

create_clock -name clk0 -period $clk_period

set non_clock_inputs [all_inputs -no_clocks]
set_input_delay [expr $clk_period * $clk_io_pct] -clock clk0 $non_clock_inputs
set_output_delay [expr $clk_period * $clk_io_pct] -clock clk0 [all_outputs]
==> PnR_summary.wiki <==
== Metrics ==
{| class="wikitable"
! Metric !! Value
|-
| Result of the run || finished clean
|-
| Largest vdd supply drop || 66.3 uV
|-
| Count of unique library cells instantiated by Yosys || 8
|-
| Flip-flop and latch count || 0
|-
| Max-slew violation total from the final report || 0
|-
| Slew at the pin with the worst max-slew slack || 0.423 ns
|-
| Max-Slew Margin vs Limit || 71.8%
|-
| Proportion of synthesized chip area in sequential cells || 0%
|-
| Final global-route overflow total || 0
|-
| CP Max Fanout || 20
|-
| 1st-pass router iterations || 2
|-
| Synthesized chip area reported by yosys || 787 um^2
|-
| Share of cells above drive strength 1 || 8.50%
|-
| WL/cell || 16.6 um
|-
| Max-cap viol count || 0
|-
| Wire length reported by the detailed router || 4520 um
|-
| Pwr/cell area || 147 nW/um^2
|-
| Met2 track demand over resource in global routing || 15.1%
|-
| Flip-flop and latch area || 0 um^2
|-
| Floorplan-stage core utilization || 14.2%
|-
| Global routing's busiest layer || met2
|-
| Pin count of the biggest net entering global routing || 33
|-
| Number of buffer cells added on primary ports || 130
|-
| Clock period minus worst slack || 2.63 ns
|-
| Via count || 1,124
|-
| Number of instances in the placed design || 272
|-
| Highest attainable clock frequency || 381 MHz
|-
| Buffer count from post-CTS setup fixing || 0
|-
| Area delta synth->final || 172%
|-
| Number of hold-slack violations in the final timing report || 0
|-
| Post-Syn Area per Cell || 10.2 um^2
|-
| Filler instances || 565
|-
| Final std cells w/o fill || 272
|-
| Worst stage delay on the critical path || 0.51 ns
|-
| Chip Area || 9220 um^2
|-
| Residual DRC count || 0
|-
| Cells in synth_stat.txt || 77
|-
| Gr usage total || 9.02%
|-
| Number of clock-tree buffers in the layout || 0
|-
| Cell repeated most along the worst path || clkdlybuf4s50_1
|-
| Total antenna diodes in the routed design || 0
|-
| Count of cells resized by post-cts repair || 0
|-
| Final period util || 93.8%
|-
| Post-synthesis instance area || 787 um^2
|-
| Drt first-iter violations || 35
|-
| Kind of end point of the critical path || output pin
|-
| First-pass GRT wire length || 6660 um
|-
| Top cells excl fill/tap || clkdlybuf4s50_1, mux2i_1, o2bb2ai_1
|-
| Met3 track demand over resource || 3.62%
|-
| Core Rows || 27
|-
| Die span in x || 96 um
|-
| Number of warning messages in the logs || 34
|-
| TNS Setup || 0 ns
|-
| Met1 demand-to-capacity share in global routing || 11.4%
|-
| Detailed placement HPWL || 3920 um
|-
| Slowest-stage cell, CP || clkdlybuf4s50_1
|-
| Number of hold buffers added after CTS || 0
|-
| Cells along the critical path || clkdlybuf4s50_1, nor2b_4, buf_12, o2bb2ai_1, clkdlybuf4s50_1
|-
| Area of the core region || 5540 um^2
|-
| Most common cell after layout, fill and taps aside || clkdlybuf4s50_1
|-
| Final tally of setup violations || 0
|-
| Remaining antenna violation count after routing || 0
|-
| Utilization after layout || 38.6%
|-
| Hold/Removal Path Class || in2out
|-
| Total power consumption of the routed design || 314 uW
|-
| Via count of the first global-routing pass || 1,202
|-
| Average vias per placed instance || 4.13
|-
| Die Height || 96 um
|-
| Initial antenna violation count || 0
|-
| RSZ-0062 raised after global routing || no
|-
| Synthesized instance count || 77
|-
| Final estimated routing congestion in global placement || 0.710
|-
| Crit path required time || 2.24 ns
|-
| Static leakage power || 0.000807 uW
|-
| Number of top-level pins || 132
|-
| Critical path arrival || 2.07 ns
|-
| Crit Path Class || in2out
|-
| Type of origin of the critical path || input pin
|-
| Yosys warning count || 0
|}
## metal layers
metal  routed length, um  share of wire (%)
met3                 589                 13
met1                1850                 41
met2                2080                 46
met5                   0                  0
met4                   0                  0
## critical path, delay by kind of cell
kind	cells	cell delay, ns
buffers and inverters	3	1.17
AND/OR/NAND/NOR	1	0.21
AND-OR/OR-AND	1	0.12
## final timing paths
| check | startpoint | end | slack [ns] | cells after the start |
|---|---|---|---|---|
| worst max-delay path | ResultSrcW[1] | ResultW[16] | 0.17 | 5 |
| worst min-delay path | ResultSrcW[0] | ResultW[4] | 1.99 | 4 |
## where the power goes
part	total [uW]	internal, uW	switching, uW
clock network	0	0	0
logic	314	233	80.7
registers	0	0	0
total	314	233	80.7
## metrics by stage
step	hold slack (ns)	cell area [um^2]	setup WS, ns
3_3_place_gp	2.01	2140	0.179
6_report	1.99	2140	0.175
4_1_cts	2.01	2140	0.162
3_5_place_dp	2.01	2140	0.174
2_1_floorplan	1.18	787	1.08
5_1_grt	2.03	2140	0.103
## cells in the mapped netlist
master     count  area, um^2
buf_6          8        90.1
o2bb2ai_1     22         193
buf_4          1        7.51
mux2i_1       32         320
nor2b_4        1        13.8
clkbuf_1       2        7.51
buf_2          1        5.00
o2bb2ai_2     10         150
## logic make-up (layout without fill, tap and decap cells)
kind of cell    Yosys count  count (layout)  synth area share, %
compound gates           32              32                 43.6
buf+inv                  12             135                 14.0
mux                      32              32                 40.7
simple gates              1               1                 1.75
## cell type report
cell class         count  area [um^2]  share of cell area (%)
multi-input cells     65          677                    31.7
well taps             72         90.1                    4.21
repair buffers       135         1370                    64.1
Power and IR drop assume default switching activity.
