## ./run.sh

```bash
#!/bin/bash
# OpenROAD 26Q1-2900-gdf79404cd8, Yosys 0.63+post, stock flow scripts
make -C /OpenROAD-flow-scripts/flow DESIGN_CONFIG=/design/flow/config.mk WORK_HOME=/design/flow/orfs finish
```

## ./config.mk

```make
export PLATFORM = sky130hd
export DESIGN_NAME = memory_cycle
export DESIGN_NICKNAME = memory_cycle
export VERILOG_FILES = /design/flow/design.v
export SDC_FILE = /design/flow/constraint.sdc
export NUM_CORES = 4
export LEC_CHECK = 1
export CORE_UTILIZATION = 40
```

## ./constraint.sdc

```tcl
current_design memory_cycle

set clk_period 2.5
set clk_io_pct 0.2

create_clock -name clk0 -period $clk_period [get_ports {clk}]

set non_clock_inputs [all_inputs -no_clocks]
set_input_delay [expr $clk_period * $clk_io_pct] -clock clk0 $non_clock_inputs
set_output_delay [expr $clk_period * $clk_io_pct] -clock clk0 [all_outputs]
```

## ./design.v

```verilog
module DMEM(    
    input clk,rst,WE,
    input [31:0]A,WD,
    output [31:0]RD
    );
    reg [31:0] mem [0:63];
    always @ (posedge clk)
    begin
        if(WE)
            mem[A[31:2]] <= WD;
    end
    assign RD = (~rst) ? 32'd0 : mem[A[31:2]];
    initial begin
        mem[0] = 32'h00000000;
    end
endmodule
module memory_cycle(
    input clk, rst, RegWriteM, MemWriteM,
    input [1:0] ResultSrcM,  
    input [4:0] RD_M,
    input [31:0] PCPlus4M, WriteDataM, ALU_ResultM,
    output RegWriteW,
    output [1:0] ResultSrcW,  
    output [4:0] RD_W,
    output [31:0] PCPlus4W, ALU_ResultW, ReadDataW
);
    wire [31:0] ReadDataM;
    reg RegWriteM_r;
    reg [1:0] ResultSrcM_r;  
    reg [4:0] RD_M_r;
    reg [31:0] PCPlus4M_r, ALU_ResultM_r, ReadDataM_r;
    DMEM dmem (
                        .clk(clk),
                        .rst(rst),
                        .WE(MemWriteM),
                        .WD(WriteDataM),
                        .A(ALU_ResultM),
                        .RD(ReadDataM)
                    );
    always @(posedge clk or negedge rst) begin
        if (rst == 1'b0) begin
            RegWriteM_r <= 1'b0; 
            ResultSrcM_r <= 2'b00;
            RD_M_r <= 5'h00;
            PCPlus4M_r <= 32'h00000000; 
            ALU_ResultM_r <= 32'h00000000; 
            ReadDataM_r <= 32'h00000000;
        end
        else begin
            RegWriteM_r <= RegWriteM; 
            ResultSrcM_r <= ResultSrcM;
            RD_M_r <= RD_M;
            PCPlus4M_r <= PCPlus4M; 
            ALU_ResultM_r <= ALU_ResultM; 
            ReadDataM_r <= ReadDataM;
        end
    end 
    assign RegWriteW = RegWriteM_r;
    assign ResultSrcW = ResultSrcM_r;  
    assign RD_W = RD_M_r;
    assign PCPlus4W = PCPlus4M_r;
    assign ALU_ResultW = ALU_ResultM_r;
    assign ReadDataW = ReadDataM_r;
endmodule
```

==> results.json <==
{
  "status": "completed",
  "tightestPinTransition_ns": 0.912,
  "netlist_instances": 4415,
  "grt_pass1_wl_mm": 349,
  "grt_overflow": 0,
  "crit_family": "buffers and inverters",
  "hold_violations": 0,
  "clk_path_buf_depth": 3,
  "fin_crit_ns": 2.42,
  "worst-path-buf-inv": 1,
  "drc": 0,
  "dp.cells": 7653,
  "drt_wl_total_mm": 244,
  "r2r_setup_slack_ns": 0.17,
  "drtPass1Iterations": 5,
  "p_sw_share_pct": 21.9,
  "ys_seq_share_pct": 79.3,
  "skew_ns": 0.0574,
  "power-per-cell-area_mw_per_mm2": 768,
  "yosys_cells": 4415,
  "slew_headroom_pct": 38.7,
  "pre_cts_ws_ns": -0.727,
  "p_clk_share_pct": 42.0,
  "ys_ff": 2152,
  "cts_buffers": 215,
  "port_buffers": 210,
  "chip_area_mm2": 0.204,
  "die_w_um": 451,
  "initial_core_util_pct": 40.4,
  "edf_count": 2048,
  "layout.cell_area.non_filler_mm2": 0.101,
  "cap_violations": 0,
  "async_flop_share_pct": 4.83,
  "end_kind": "output port",
  "antenna_found_initial": 9,
  "switching_power_mw": 17.0,
  "place_hpwl_mm": 159,
  "drive_above_1_share_pct": 25.2,
  "dpl_cell_area_mm2": 0.0937,
  "nFillCells": 15800,
  "hp-class": "in -> reg",
  "clkTransAtPathRegs_ns": 0.06,
  "crit_chain": "clkdlybuf4s50_1",
  "core_mm2": 0.200,
  "syn_avg_cell_area_um2": 18.3,
  "warnings": 27,
  "crit_path_start_kind": "flop",
  "grt_max_degree": 71,
  "ant_nets": 0,
  "vias": 47200,
  "layout.cells.non_filler": 8061,
  "drt_iter0_drc": 3391,
  "ff_type": "edfxtp_1",
  "chipHeight_um": 451,
  "cts-root-buf": "clkbuf_16",
  "crit_fanout": 2,
  "seqPwrFrac_pct": 51.5,
  "setup_tns_ns": 0,
  "area_growth_pct": 25.0,
  "vias_per_cell": 5.85,
  "rsz0062_at_grt": "no",
  "ir_worst_vdd_mv": 0.645,
  "leakage_nw": 32.9,
  "criticalPathCategory": "reg -> out",
  "clk_latency_ns": 0.88,
  "finalCritPeriodShare_pct": 96.9,
  "slowest_stage": "clkdlybuf4s50_1",
  "cts.htree.levels": 4,
  "critPathMaxStageDelay_ns": 0.55,
  "cp.required_ns": 2.00,
  "routabilityCongestion": 0.954,
  "yosys_warnings": 2,
  "ys_area_mm2": 0.0808,
  "track_usage_pct": 26.1,
  "grt_pass1_vias": 49700,
  "cts_num_sinks": 2152,
  "ys_types": 66,
  "pwr-share-comb_pct": 6.5,
  "cts_tree": "yes",
  "wl_per_cell_um": 30.2,
  "critPathArrivalTime_ns": 1.92,
  "ioPinCount": 211,
  "power_mw": 77.5,
  "maxSlewViolCount": 0,
  "placementRows": 164,
  "fmax_mhz": 413,
  "hold-worst-slack_ns": 0.0782,
  "syn_area_mm2": 0.0808,
  "finish.utilization_pct": 50.4,
  "setup_viol": 0,
  "setup_ws_ns": 0.0771,
  "p_int_mw": 60.5
}
Yosys cell counts (all sizes together) (13+ instances only):
cell type | instances | area share [%]
nand3b | 17 | 0.16
mux2i | 115 | 1.4
a222oi | 27 | 0.33
nor3b | 47 | 0.48
o22a | 17 | 0.18
mux2 | 166 | 2.3
a41oi | 43 | 0.47
a22o | 53 | 0.57
a22oi | 319 | 3.0
buf | 193 | 1.3
a2bb2oi | 27 | 0.29
o221ai | 14 | 0.15
and3 | 43 | 0.33
nor4 | 26 | 0.20
nor2 | 114 | 0.54
a221o | 84 | 1.0
nand2 | 40 | 0.19
clkbuf | 148 | 0.69
o22ai | 100 | 0.77
dfrtp | 104 | 3.2
a31oi | 23 | 0.18
nor3 | 77 | 0.48
a21oi | 52 | 0.32
nand3 | 46 | 0.28
a221oi | 242 | 2.6
edfxtp | 2048 | 76
o2111ai | 13 | 0.14
o21ai | 102 | 0.63
mux4 | 25 | 0.70
cells by family (layout without fill, tap and decap cells):
family / count (synthesis) / after routing / synth area share [%]
flops: 2152 / 2152 / 79.3
compound gates: 1154 / 1154 / 11.1
simple gates: 457 / 457 / 3.10
buf+inv: 346 / 1333 / 2.05
mux: 306 / 306 / 4.43
other cells: 0 / 3 / 0
state kept, by name, indices dropped and copies added, names as in the netlist:
signal	cells
PCPlus4M_r	32
ALU_ResultM_r	32
RD_M_r	5
ReadDataM_r	32
ResultSrcM_r	2
dmem.mem	2048
RegWriteM_r	1
layer usage:
metal / share of wire [%] / routed length [um] / GRT usage (%)
met4: 3.0 / 7420 / 6.24
met1: 33 / 79500 / 31.1
met5: 0.088 / 214 / 0.653
met2: 46 / 113000 / 37.8
met3: 18 / 44000 / 20.7
power by group through the flow:
stage	registers, mW	clock network (mW)	logic [mW]
after global routing	40.0	34.4	5.31
after CTS	40.0	33.0	4.97
final	40.0	32.6	5.00
worst reg2reg max path: stages (launching register included):
cell and delay [ns]:
edfxtp_1 0.37, mux4_2 0.51, nor2_1 0.11, a311oi_1 0.05, buf_4 0.18, nor4_1 0.78, a41oi_1 0.21
path summary, 6_finish.rpt:
check | cells after the start | to | startpoint
max | 1 | ReadDataW[31] | ReadDataM_r[31]
min | 1 | dmem.mem[23][8] | WriteDataM[8]
max reg2reg | 6 | ReadDataM_r[6] | dmem.mem[53][6]
min reg2reg | 4 | ReadDataM_r[28] | dmem.mem[22][28]
max in group asynchronous | 3 | ALU_ResultM_r[26] | rst
min in group asynchronous | 2 | ReadDataM_r[29] | rst
cell type report:
type	instances	area, um2	share of cell area [%]
Sequential cell	2152	64100	63.5
Multi-Input combinational cell	1917	15800	15.6
Timing Repair Buffer	927	10600	10.5
Clock buffer	287	5810	5.76
Tap cell	2656	3320	3.29
Clock inverter	114	1400	1.38
Inverter	5	21.3	0.0211
Antenna cell	3	7.51	0.00743
placed cells by master (no fill, tap or decap), drive strengths merged, types with 52 or more instances in the layout:
cell | synthesis | routed
nor2 | 114 | 114
a21oi | 52 | 52
o21ai | 102 | 102
nor3 | 77 | 77
mux2i | 115 | 115
edfxtp | 2048 | 2048
clkinv | 0 | 80
a22o | 53 | 53
clkdlybuf4s50 | 0 | 174
o22ai | 100 | 100
clkbuf | 148 | 287
a22oi | 319 | 319
buf | 193 | 749
dfrtp | 104 | 104
a221o | 84 | 84
a221oi | 242 | 242
mux2 | 166 | 166
timing repair:
action | in CTS | in global routing
buffers inserted | 0 | 0
cloned | 0 | 0
setup endpoints to repair | 4 | 1
resized | 4 | 1
endpoints found under the hold margin | 80 | 0
hold buffers | 4 | 0
Power and IR drop assume default switching activity.
